==> ./design.v <==
module uart_rx #(
    parameter CLK_FREQ   = 50_000_000,   
    parameter DATA_WIDTH = 8             
)(
    input  logic                    clk,
    input  logic                    rst_n,
    input  logic [31:0]             baud_rate,       
    input  logic [1:0]              parity_mode,     
    input  logic                    stop_bits,       
    output logic [DATA_WIDTH-1:0]   rx_data,         
    output logic                    rx_valid,        
    output logic                    rx_error,        
    input  logic                    uart_rx          
);
    typedef enum logic [2:0] {
        IDLE      = 3'b000,
        START_BIT = 3'b001,
        DATA_BITS = 3'b010,
        PARITY    = 3'b011,
        STOP_BIT1 = 3'b100,
        STOP_BIT2 = 3'b101
    } state_t;
    state_t state, next_state;
    logic [31:0] baud_counter;
    logic [31:0] baud_tick_count;
    logic        baud_tick;
    logic        baud_tick_half;
    logic [2:0]  bit_counter;
    logic [DATA_WIDTH-1:0] rx_shift_reg;
    logic        parity_bit;
    logic        parity_error;
    logic        framing_error;
    logic        rx_sync1, rx_sync2;
    always_ff @(posedge clk or negedge rst_n) begin
        if (!rst_n) begin
            rx_sync1 <= 1'b1;
            rx_sync2 <= 1'b1;
        end else begin
            rx_sync1 <= uart_rx;
            rx_sync2 <= rx_sync1;
        end
    end
    assign baud_tick_count = CLK_FREQ / baud_rate;
    always_ff @(posedge clk or negedge rst_n) begin
        if (!rst_n) begin
            baud_counter <= '0;
            baud_tick <= 1'b0;
            baud_tick_half <= 1'b0;
        end else begin
            if (state == IDLE) begin
                baud_counter <= '0;
                baud_tick <= 1'b0;
                baud_tick_half <= 1'b0;
            end else begin
                if (baud_counter == (baud_tick_count >> 1)) begin
                    baud_tick_half <= 1'b1;
                end else begin
                    baud_tick_half <= 1'b0;
                end
                if (baud_counter >= baud_tick_count - 1) begin
                    baud_counter <= '0;
                    baud_tick <= 1'b1;
                end else begin
                    baud_counter <= baud_counter + 1;
                    baud_tick <= 1'b0;
                end
            end
        end
    end
    always_ff @(posedge clk or negedge rst_n) begin
        if (!rst_n)
            state <= IDLE;
        else
            state <= next_state;
    end
    always_comb begin
        next_state = state;
        case (state)
            IDLE: begin
                if (!rx_sync2)   
                    next_state = START_BIT;
            end
            START_BIT: begin
                if (baud_tick_half) begin
                    if (!rx_sync2)   
                        next_state = DATA_BITS;
                    else
                        next_state = IDLE;   
                end
            end
            DATA_BITS: begin
                if (baud_tick && bit_counter == DATA_WIDTH - 1) begin
                    if (parity_mode != 2'b00)
                        next_state = PARITY;
                    else
                        next_state = STOP_BIT1;
                end
            end
            PARITY: begin
                if (baud_tick)
                    next_state = STOP_BIT1;
            end
            STOP_BIT1: begin
                if (baud_tick) begin
                    if (stop_bits)
                        next_state = STOP_BIT2;
                    else
                        next_state = IDLE;
                end
            end
            STOP_BIT2: begin
                if (baud_tick)
                    next_state = IDLE;
            end
            default: next_state = IDLE;
        endcase
    end
    always_ff @(posedge clk or negedge rst_n) begin
        if (!rst_n) begin
            bit_counter <= '0;
        end else begin
            if (state == IDLE || state == START_BIT)
                bit_counter <= '0;
            else if (state == DATA_BITS && baud_tick)
                bit_counter <= bit_counter + 1;
        end
    end
    always_ff @(posedge clk or negedge rst_n) begin
        if (!rst_n) begin
            rx_shift_reg <= '0;
        end else begin
            if (state == DATA_BITS && baud_tick_half)
                rx_shift_reg <= {rx_sync2, rx_shift_reg[DATA_WIDTH-1:1]};
        end
    end
    always_ff @(posedge clk or negedge rst_n) begin
        if (!rst_n) begin
            parity_bit <= 1'b0;
            parity_error <= 1'b0;
        end else begin
            if (state == PARITY && baud_tick_half) begin
                parity_bit <= rx_sync2;
            end
            if (state == STOP_BIT1 && parity_mode != 2'b00) begin
                case (parity_mode)
                    2'b01: parity_error <= (^rx_shift_reg) != parity_bit;       
                    2'b10: parity_error <= (~(^rx_shift_reg)) != parity_bit;    
                    default: parity_error <= 1'b0;
                endcase
            end else if (state == IDLE) begin
                parity_error <= 1'b0;
            end
        end
    end
    always_ff @(posedge clk or negedge rst_n) begin
        if (!rst_n) begin
            framing_error <= 1'b0;
        end else begin
            if (state == STOP_BIT1 && baud_tick_half) begin
                framing_error <= !rx_sync2;   
            end else if (state == IDLE) begin
                framing_error <= 1'b0;
            end
        end
    end
    always_ff @(posedge clk or negedge rst_n) begin
        if (!rst_n) begin
            rx_data <= '0;
            rx_valid <= 1'b0;
            rx_error <= 1'b0;
        end else begin
            if (state == STOP_BIT1 && baud_tick && !stop_bits) begin
                rx_data <= rx_shift_reg;
                rx_valid <= 1'b1;
                rx_error <= parity_error | framing_error;
            end else if (state == STOP_BIT2 && baud_tick) begin
                rx_data <= rx_shift_reg;
                rx_valid <= 1'b1;
                rx_error <= parity_error | framing_error;
            end else begin
                rx_valid <= 1'b0;
                rx_error <= 1'b0;
            end
        end
    end
endmodule
module uart_top #(
    parameter CLK_FREQ   = 50_000_000,   
    parameter DATA_WIDTH = 8             
)(
    input  logic                    clk,
    input  logic                    rst_n,
    input  logic [31:0]             baud_rate,       
    input  logic [1:0]              parity_mode,     
    input  logic                    stop_bits,       
    input  logic [DATA_WIDTH-1:0]   tx_data,
    input  logic                    tx_valid,
    output logic                    tx_ready,
    output logic                    tx_done,
    output logic [DATA_WIDTH-1:0]   rx_data,
    output logic                    rx_valid,
    output logic                    rx_error,
    output logic                    uart_tx,
    input  logic                    uart_rx
);
    uart_tx #(
        .CLK_FREQ   (CLK_FREQ),
        .DATA_WIDTH (DATA_WIDTH)
    ) u_uart_tx (
        .clk            (clk),
        .rst_n          (rst_n),
        .baud_rate      (baud_rate),
        .parity_mode    (parity_mode),
        .stop_bits      (stop_bits),
        .tx_data        (tx_data),
        .tx_valid       (tx_valid),
        .tx_ready       (tx_ready),
        .uart_tx        (uart_tx),
        .tx_done        (tx_done)
    );
    uart_rx #(
        .CLK_FREQ   (CLK_FREQ),
        .DATA_WIDTH (DATA_WIDTH)
    ) u_uart_rx (
        .clk            (clk),
        .rst_n          (rst_n),
        .baud_rate      (baud_rate),
        .parity_mode    (parity_mode),
        .stop_bits      (stop_bits),
        .rx_data        (rx_data),
        .rx_valid       (rx_valid),
        .rx_error       (rx_error),
        .uart_rx        (uart_rx)
    );
endmodule
module uart_tx #(
    parameter CLK_FREQ   = 50_000_000,   
    parameter DATA_WIDTH = 8             
)(
    input  logic                    clk,
    input  logic                    rst_n,
    input  logic [31:0]             baud_rate,       
    input  logic [1:0]              parity_mode,     
    input  logic                    stop_bits,       
    input  logic [DATA_WIDTH-1:0]   tx_data,         
    input  logic                    tx_valid,        
    output logic                    tx_ready,        
    output logic                    uart_tx,         
    output logic                    tx_done          
);
    typedef enum logic [2:0] {
        IDLE      = 3'b000,
        START_BIT = 3'b001,
        DATA_BITS = 3'b010,
        PARITY    = 3'b011,
        STOP_BIT1 = 3'b100,
        STOP_BIT2 = 3'b101
    } state_t;
    state_t state, next_state;
    logic [31:0] baud_counter;
    logic [31:0] baud_tick_count;
    logic        baud_tick;
    logic [2:0]  bit_counter;
    logic [DATA_WIDTH-1:0] tx_shift_reg;
    logic        parity_bit;
    assign baud_tick_count = CLK_FREQ / baud_rate;
    always_ff @(posedge clk or negedge rst_n) begin
        if (!rst_n) begin
            baud_counter <= '0;
            baud_tick <= 1'b0;
        end else begin
            if (state == IDLE) begin
                baud_counter <= '0;
                baud_tick <= 1'b0;
            end else if (baud_counter >= baud_tick_count - 1) begin
                baud_counter <= '0;
                baud_tick <= 1'b1;
            end else begin
                baud_counter <= baud_counter + 1;
                baud_tick <= 1'b0;
            end
        end
    end
    always_comb begin
        case (parity_mode)
            2'b01:   parity_bit = ^tx_shift_reg;         
            2'b10:   parity_bit = ~(^tx_shift_reg);      
            default: parity_bit = 1'b0;                  
        endcase
    end
    always_ff @(posedge clk or negedge rst_n) begin
        if (!rst_n)
            state <= IDLE;
        else
            state <= next_state;
    end
    always_comb begin
        next_state = state;
        case (state)
            IDLE: begin
                if (tx_valid)
                    next_state = START_BIT;
            end
            START_BIT: begin
                if (baud_tick)
                    next_state = DATA_BITS;
            end
            DATA_BITS: begin
                if (baud_tick && bit_counter == DATA_WIDTH - 1) begin
                    if (parity_mode != 2'b00)
                        next_state = PARITY;
                    else
                        next_state = STOP_BIT1;
                end
            end
            PARITY: begin
                if (baud_tick)
                    next_state = STOP_BIT1;
            end
            STOP_BIT1: begin
                if (baud_tick) begin
                    if (stop_bits)
                        next_state = STOP_BIT2;
                    else
                        next_state = IDLE;
                end
            end
            STOP_BIT2: begin
                if (baud_tick)
                    next_state = IDLE;
            end
            default: next_state = IDLE;
        endcase
    end
    always_ff @(posedge clk or negedge rst_n) begin
        if (!rst_n) begin
            bit_counter <= '0;
        end else begin
            if (state == IDLE || state == START_BIT)
                bit_counter <= '0;
            else if (state == DATA_BITS && baud_tick)
                bit_counter <= bit_counter + 1;
        end
    end
    always_ff @(posedge clk or negedge rst_n) begin
        if (!rst_n) begin
            tx_shift_reg <= '0;
        end else begin
            if (state == IDLE && tx_valid)
                tx_shift_reg <= tx_data;
            else if (state == DATA_BITS && baud_tick)
                tx_shift_reg <= {1'b0, tx_shift_reg[DATA_WIDTH-1:1]};
        end
    end
    always_ff @(posedge clk or negedge rst_n) begin
        if (!rst_n) begin
            uart_tx <= 1'b1;   
        end else begin
            case (state)
                IDLE:      uart_tx <= 1'b1;
                START_BIT: uart_tx <= 1'b0;
                DATA_BITS: uart_tx <= tx_shift_reg[0];
                PARITY:    uart_tx <= parity_bit;
                STOP_BIT1: uart_tx <= 1'b1;
                STOP_BIT2: uart_tx <= 1'b1;
                default:   uart_tx <= 1'b1;
            endcase
        end
    end
    assign tx_ready = (state == IDLE);
    assign tx_done  = (state == STOP_BIT1 && !stop_bits && baud_tick) ||
                      (state == STOP_BIT2 && baud_tick);
endmodule
==> ./run.sh <==
#!/bin/bash
# OpenROAD 26Q1-2900-gdf79404cd8, Yosys 0.63+post, stock flow scripts
make -C /OpenROAD-flow-scripts/flow DESIGN_CONFIG=/design/flow/config.mk WORK_HOME=/design/flow/orfs finish
==> ./config.mk <==
export PLATFORM = sky130hd
export DESIGN_NAME = uart_top
export DESIGN_NICKNAME = uart_top
export VERILOG_FILES = /design/flow/design.v
export SDC_FILE = /design/flow/constraint.sdc
export NUM_CORES = 4
export LEC_CHECK = 1
export CORE_UTILIZATION = 50
==> ./constraint.sdc <==
current_design uart_top

set clk_period 8.4
set clk_io_pct 0.2

create_clock -name clk0 -period $clk_period [get_ports {clk}]

set non_clock_inputs [all_inputs -no_clocks]
set_input_delay [expr $clk_period * $clk_io_pct] -clock clk0 $non_clock_inputs
set_output_delay [expr $clk_period * $clk_io_pct] -clock clk0 [all_outputs]
==> run summary <==
run metrics: status aborted with a tool error, Exit stage global routing, Log Error [ERROR GRT-0232] Routing congestion too high. Check the congestion heatmap in the GUI., Syn Inst Count 5666, most frequent cell after synthesis nor2_1, area leader, netlist ha_1, tally of yosys warning messages 2, FFs w/ async S/R, synth 1.00, GRT worst endpoint u_uart_tx.baud_counter[29]$_DFF_PN0_/D, number of cell rows 102, Initial Util 0.509, yosys stat cell total 5666, total CTS buffers 17, clk sinks 117, Chip Width 284 um, clk buf depth 2, Seq/Total Area, Yosys 0.0739, pre-CTS WS -56.62 ns, Max H-tree Level 4, Post-Synthesis Cell Area 0.0397 mm^2, Post-synth EDFFs 0, synthesis area per yosys 0.0397 mm^2, # IOs 60, hpwl dp 161000 um, top cells by area ha_1, dfrtp_1, xnor2_1, nor2_1, a21oi_1, Placement Cell Area 0.0609 mm^2, port bufs 59, largest net degree at the start of global routing 92, Seq cells post-synth 117, commonest cells in the netlist nor2_1, ha_1, nand2_1, Dominant flop cell dfrtp_1, synth unique cells 96, hold_buf cts 0, Synth top area share 0.179, syn avg cell area 7.01 um^2, WEP type register data pin, Die Ht 284 um, Routability Congestion 1.16, clk root buf clkbuf_16
==> what timing repair did <==
item,in CTS
pin swaps,198
endpoints found under the hold margin,0
cloned,8
resized,379
setup endpoints to repair,67
buffers inserted,188
==> per-stage QoR <==
stage                     hold WS, ns  setup TNS, ns  instances
after global placement          0.350       -3751.75       8949
after CTS                       0.355       -3482.58       9176
after floorplan                 0.345       -3490.67       5666
after detailed placement        0.351       -3782.14       8949
==> logic make-up after synthesis <==
| kind of cell | count (synthesis) | share of synthesized area |
|---|---|---|
| buffers and inverters | 387 | 0.0371 |
| xor gates and xnor gates | 499 | 0.110 |
| AOI/OAI and AO/OA | 1881 | 0.314 |
| muxes | 149 | 0.0404 |
| and+or+nand+nor | 2063 | 0.245 |
| other | 1 | 0.0000944 |
| adders and majority gates | 569 | 0.179 |
| DFF | 117 | 0.0739 |
