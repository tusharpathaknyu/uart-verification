==> run.sh <==
#!/bin/bash
# OpenROAD 26Q1-2900-gdf79404cd8, Yosys 0.63+post, stock flow scripts
make -C /OpenROAD-flow-scripts/flow DESIGN_CONFIG=/design/flow/config.mk WORK_HOME=/design/flow/orfs finish
==> config.mk <==
export PLATFORM = sky130hd
export DESIGN_NAME = uart_top_buggy
export DESIGN_NICKNAME = uart_top_buggy
export VERILOG_FILES = /design/flow/design.v
export SDC_FILE = /design/flow/constraint.sdc
export NUM_CORES = 4
export LEC_CHECK = 1
export CORE_UTILIZATION = 30
==> constraint.sdc <==
current_design uart_top_buggy

set clk_period 7.8
set clk_io_pct 0.2

create_clock -name clk0 -period $clk_period [get_ports {clk}]

set non_clock_inputs [all_inputs -no_clocks]
set_input_delay [expr $clk_period * $clk_io_pct] -clock clk0 $non_clock_inputs
set_output_delay [expr $clk_period * $clk_io_pct] -clock clk0 [all_outputs]
==> design.v <==
module uart_rx_buggy #(
    parameter CLK_FREQ   = 50_000_000,   
    parameter DATA_WIDTH = 8             
)(
    input  logic                    clk,
    input  logic                    rst_n,
    input  logic [31:0]             baud_rate,       
    input  logic [1:0]              parity_mode,     
    input  logic                    stop_bits,       
    output logic [DATA_WIDTH-1:0]   rx_data,         
    output logic                    rx_valid,        
    output logic                    rx_error,        
    input  logic                    uart_rx          
);
    typedef enum logic [2:0] {
        IDLE      = 3'b000,
        START_BIT = 3'b001,
        DATA_BITS = 3'b010,
        PARITY    = 3'b011,
        STOP_BIT1 = 3'b100,
        STOP_BIT2 = 3'b101
    } state_t;
    state_t state, next_state;
    logic [31:0] baud_counter;
    logic [31:0] baud_tick_count;
    logic        baud_tick;
    logic        baud_tick_half;
    logic [2:0]  bit_counter;
    logic [DATA_WIDTH-1:0] rx_shift_reg;
    logic        parity_bit;
    logic        parity_error;
    logic        framing_error;
    logic        rx_sync1, rx_sync2;
    always_ff @(posedge clk or negedge rst_n) begin
        if (!rst_n) begin
            rx_sync1 <= 1'b1;
            rx_sync2 <= 1'b1;
        end else begin
            rx_sync1 <= uart_rx;
            rx_sync2 <= rx_sync1;
        end
    end
    assign baud_tick_count = CLK_FREQ / baud_rate;
    always_ff @(posedge clk or negedge rst_n) begin
        if (!rst_n) begin
            baud_counter <= '0;
            baud_tick <= 1'b0;
            baud_tick_half <= 1'b0;
        end else begin
            if (state == IDLE) begin
                baud_counter <= '0;
                baud_tick <= 1'b0;
                baud_tick_half <= 1'b0;
            end else begin
                if (baud_counter == (baud_tick_count >> 2)) begin   
                    baud_tick_half <= 1'b1;
                end else begin
                    baud_tick_half <= 1'b0;
                end
                if (baud_counter >= baud_tick_count - 1) begin
                    baud_counter <= '0;
                    baud_tick <= 1'b1;
                end else begin
                    baud_counter <= baud_counter + 1;
                    baud_tick <= 1'b0;
                end
            end
        end
    end
    always_ff @(posedge clk or negedge rst_n) begin
        if (!rst_n)
            state <= IDLE;
        else
            state <= next_state;
    end
    always_comb begin
        next_state = state;
        case (state)
            IDLE: begin
                if (!rx_sync2)   
                    next_state = START_BIT;
            end
            START_BIT: begin
                if (baud_tick_half) begin
                    if (!rx_sync2)   
                        next_state = DATA_BITS;
                    else
                        next_state = IDLE;   
                end
            end
            DATA_BITS: begin
                if (baud_tick && bit_counter == DATA_WIDTH - 1) begin
                    if (parity_mode != 2'b00)
                        next_state = PARITY;
                    else
                        next_state = STOP_BIT1;
                end
            end
            PARITY: begin
                if (baud_tick)
                    next_state = STOP_BIT1;
            end
            STOP_BIT1: begin
                if (baud_tick) begin
                    if (stop_bits)
                        next_state = STOP_BIT2;
                    else
                        next_state = IDLE;
                end
            end
            STOP_BIT2: begin
                if (baud_tick)
                    next_state = IDLE;
            end
            default: next_state = IDLE;
        endcase
    end
    always_ff @(posedge clk or negedge rst_n) begin
        if (!rst_n) begin
            bit_counter <= '0;
        end else begin
            if (state == IDLE || state == START_BIT)
                bit_counter <= '0;
            else if (state == DATA_BITS && baud_tick)
                bit_counter <= bit_counter + 1;
        end
    end
    always_ff @(posedge clk or negedge rst_n) begin
        if (!rst_n) begin
            rx_shift_reg <= '0;
        end else begin
            if (state == DATA_BITS && baud_tick_half)
                rx_shift_reg <= {rx_sync2, rx_shift_reg[DATA_WIDTH-1:1]};
        end
    end
    always_ff @(posedge clk or negedge rst_n) begin
        if (!rst_n) begin
            parity_bit <= 1'b0;
            parity_error <= 1'b0;
        end else begin
            if (state == PARITY && baud_tick_half) begin
                parity_bit <= rx_sync2;
            end
            if (state == STOP_BIT1 && parity_mode != 2'b00) begin
                case (parity_mode)
                    2'b01: parity_error <= (^rx_shift_reg) != parity_bit;       
                    2'b10: parity_error <= (~(^rx_shift_reg)) != parity_bit;    
                    default: parity_error <= 1'b0;
                endcase
            end else if (state == IDLE) begin
                parity_error <= 1'b0;
            end
        end
    end
    always_ff @(posedge clk or negedge rst_n) begin
        if (!rst_n) begin
            framing_error <= 1'b0;
        end else begin
            if (state == STOP_BIT1 && baud_tick_half) begin
                framing_error <= 1'b0;   
            end else if (state == IDLE) begin
                framing_error <= 1'b0;
            end
        end
    end
    always_ff @(posedge clk or negedge rst_n) begin
        if (!rst_n) begin
            rx_data <= '0;
            rx_valid <= 1'b0;
            rx_error <= 1'b0;
        end else begin
            if (state == STOP_BIT1 && baud_tick && !stop_bits) begin
                rx_data <= rx_shift_reg;
                rx_valid <= 1'b1;
                rx_error <= parity_error | framing_error;
            end else if (state == STOP_BIT2 && baud_tick) begin
                rx_data <= rx_shift_reg;
                rx_valid <= 1'b1;
                rx_error <= parity_error | framing_error;
            end else begin
                rx_valid <= 1'b0;
                rx_error <= 1'b0;
            end
        end
    end
endmodule
module uart_top_buggy #(
    parameter CLK_FREQ   = 50_000_000,   
    parameter DATA_WIDTH = 8             
)(
    input  logic                    clk,
    input  logic                    rst_n,
    input  logic [31:0]             baud_rate,       
    input  logic [1:0]              parity_mode,     
    input  logic                    stop_bits,       
    input  logic [DATA_WIDTH-1:0]   tx_data,
    input  logic                    tx_valid,
    output logic                    tx_ready,
    output logic                    tx_done,
    output logic [DATA_WIDTH-1:0]   rx_data,
    output logic                    rx_valid,
    output logic                    rx_error,
    output logic                    uart_tx,
    input  logic                    uart_rx
);
    uart_tx_buggy #(
        .CLK_FREQ   (CLK_FREQ),
        .DATA_WIDTH (DATA_WIDTH)
    ) u_uart_tx (
        .clk            (clk),
        .rst_n          (rst_n),
        .baud_rate      (baud_rate),
        .parity_mode    (parity_mode),
        .stop_bits      (stop_bits),
        .tx_data        (tx_data),
        .tx_valid       (tx_valid),
        .tx_ready       (tx_ready),
        .uart_tx        (uart_tx),
        .tx_done        (tx_done)
    );
    uart_rx_buggy #(
        .CLK_FREQ   (CLK_FREQ),
        .DATA_WIDTH (DATA_WIDTH)
    ) u_uart_rx (
        .clk            (clk),
        .rst_n          (rst_n),
        .baud_rate      (baud_rate),
        .parity_mode    (parity_mode),
        .stop_bits      (stop_bits),
        .rx_data        (rx_data),
        .rx_valid       (rx_valid),
        .rx_error       (rx_error),
        .uart_rx        (uart_rx)
    );
endmodule
module uart_tx_buggy #(
    parameter CLK_FREQ   = 50_000_000,   
    parameter DATA_WIDTH = 8             
)(
    input  logic                    clk,
    input  logic                    rst_n,
    input  logic [31:0]             baud_rate,       
    input  logic [1:0]              parity_mode,     
    input  logic                    stop_bits,       
    input  logic [DATA_WIDTH-1:0]   tx_data,         
    input  logic                    tx_valid,        
    output logic                    tx_ready,        
    output logic                    uart_tx,         
    output logic                    tx_done          
);
    typedef enum logic [2:0] {
        IDLE      = 3'b000,
        START_BIT = 3'b001,
        DATA_BITS = 3'b010,
        PARITY    = 3'b011,
        STOP_BIT1 = 3'b100,
        STOP_BIT2 = 3'b101
    } state_t;
    state_t state, next_state;
    logic [31:0] baud_counter;
    logic [31:0] baud_tick_count;
    logic        baud_tick;
    logic [2:0]  bit_counter;
    logic [DATA_WIDTH-1:0] tx_shift_reg;
    logic        parity_bit;
    assign baud_tick_count = CLK_FREQ / baud_rate;
    always_ff @(posedge clk or negedge rst_n) begin
        if (!rst_n) begin
            baud_counter <= '0;
            baud_tick <= 1'b0;
        end else begin
            if (state == IDLE) begin
                baud_counter <= '0;
                baud_tick <= 1'b0;
            end else if (baud_counter >= baud_tick_count) begin   
                baud_counter <= '0;
                baud_tick <= 1'b1;
            end else begin
                baud_counter <= baud_counter + 1;
                baud_tick <= 1'b0;
            end
        end
    end
    always_comb begin
        case (parity_mode)
            2'b01:   parity_bit = ~(^tx_shift_reg);      
            2'b10:   parity_bit = ^tx_shift_reg;         
            default: parity_bit = 1'b0;                  
        endcase
    end
    always_ff @(posedge clk or negedge rst_n) begin
        if (!rst_n)
            state <= IDLE;
        else
            state <= next_state;
    end
    always_comb begin
        next_state = state;
        case (state)
            IDLE: begin
                if (tx_valid)
                    next_state = START_BIT;
            end
            START_BIT: begin
                if (baud_tick)
                    next_state = DATA_BITS;
            end
            DATA_BITS: begin
                if (baud_tick && bit_counter == DATA_WIDTH - 1) begin
                    if (parity_mode != 2'b00)
                        next_state = PARITY;
                    else
                        next_state = STOP_BIT1;
                end
            end
            PARITY: begin
                if (baud_tick)
                    next_state = STOP_BIT1;
            end
            STOP_BIT1: begin
                if (baud_tick) begin
                    if (stop_bits)
                        next_state = STOP_BIT2;
                    else
                        next_state = IDLE;
                end
            end
            STOP_BIT2: begin
                if (baud_tick)
                    next_state = IDLE;
            end
            default: next_state = IDLE;
        endcase
    end
    always_ff @(posedge clk or negedge rst_n) begin
        if (!rst_n) begin
            bit_counter <= '0;
        end else begin
            if (state == IDLE || state == START_BIT)
                bit_counter <= '0;
            else if (state == DATA_BITS && baud_tick)
                bit_counter <= bit_counter + 1;
        end
    end
    always_ff @(posedge clk or negedge rst_n) begin
        if (!rst_n) begin
            tx_shift_reg <= '0;
        end else begin
            if (state == IDLE && tx_valid)
                tx_shift_reg <= tx_data;
            else if (state == DATA_BITS && baud_tick)
                tx_shift_reg <= {1'b0, tx_shift_reg[DATA_WIDTH-1:1]};
        end
    end
    always_ff @(posedge clk or negedge rst_n) begin
        if (!rst_n) begin
            uart_tx <= 1'b1;   
        end else begin
            case (state)
                IDLE:      uart_tx <= 1'b1;
                START_BIT: uart_tx <= 1'b0;
                DATA_BITS: uart_tx <= tx_shift_reg[0];
                PARITY:    uart_tx <= parity_bit;
                STOP_BIT1: uart_tx <= 1'b1;
                STOP_BIT2: uart_tx <= 1'b1;
                default:   uart_tx <= 1'b1;
            endcase
        end
    end
    assign tx_ready = (state == IDLE);
    assign tx_done  = (state == STOP_BIT1 && !stop_bits && baud_tick) ||
                      (state == STOP_BIT2 && baud_tick);
endmodule
==> impl_metrics.env <==
# physical design summary
export IMPL_cp_arrival_ns=61.16
export IMPL_cellPowerDensity_nw_per_um2=55.9
export IMPL_ys_cells=5707
export IMPL_grt_setup_unrepaired="true"
export IMPL_clock_path_buffers=2
export IMPL_antenna_found_initial=2
export IMPL_final_setup_tns_ns=-3528.18
export IMPL_tool_warnings=30
export IMPL_min_delay_start="u_uart_rx.rx_sync1$_DFF_PN1_"
export IMPL_xor_share_pct=10.6
export IMPL_avgViaCountPerCell=5.45
export IMPL_cp_end_kind="register"
export IMPL_cts_sinks=116
export IMPL_die_w_um=368
export IMPL_relSlewSlack_pct=36.6
export IMPL_finalWorstSetupSlack_ns=-52.99
export IMPL_grt_overflow=0
export IMPL_clock_skew_ns=0.0105
export IMPL_ys_sh_adder_pct=17.8
export IMPL_place_congestion=1.10
export IMPL_ys_sh_simple_pct=24.7
export IMPL_cts_htree_levels=4
export IMPL_clk_latency_ns=0.44
export IMPL_area_growth_pct=79.1
export IMPL_whs_path_depth=0
export IMPL_slowest_stage="or4_4"
export IMPL_whs_ns=0.358
export IMPL_final_cell_area_sq_um=71800
export IMPL_setup_viol=67
export IMPL_r2r_slack_ns=3.98
export IMPL_period_used_pct=779
export IMPL_drc=0
export IMPL_crit_path_start_kind="input pin"
export IMPL_placed_cell_area_sq_um=62600
export IMPL_syn_inst=5707
export IMPL_logic_family="AND-OR/OR-AND gates"
export IMPL_path_clk_slew_ns=0.06
export IMPL_top_regs="u_uart_rx.baud_counter (32), u_uart_tx.baud_counter (32)"
export IMPL_fmax_mhz=16.4
export IMPL_initial_utilization_pct=30.4
export IMPL_ys_async_sr_fraction_pct=100
export IMPL_ys_types=108
export IMPL_fillerInstances=11500
export IMPL_worstReg2RegEnd="u_uart_tx.baud_counter[4]$_DFF_PN0_"
export IMPL_worst_pin_slew_ns=0.943
export IMPL_worstPathMaxFanout=10
export IMPL_holdPathEnd="u_uart_rx.rx_sync2$_DFF_PN1_"
export IMPL_drt_pass1_iter_count=6
export IMPL_drive_above_1_share_pct=47.1
export IMPL_aoi_share_pct=33.1
export IMPL_yosys_area_sq_um=40100
export IMPL_wirelength_um=217000
export IMPL_syn_area_sq_um=40100
export IMPL_ff_type="dfrtp_1"
export IMPL_min_path_type="register to register"
export IMPL_slew_violations=0
export IMPL_ys_seq_share_pct=7.26
export IMPL_wire_per_inst_um=21.1
export IMPL_yosysWarnings=2
export IMPL_route_antenna_remaining_nets=0
export IMPL_die_h_um=368
export IMPL_outcome="complete, but fails checks"
export IMPL_ys_seq_elements=116
export IMPL_vias=56200
export IMPL_r2r_cells=16
export IMPL_chipArea_sq_um=135000
export IMPL_crit_top_cell="buf_4"
export IMPL_path_class="input pin to register"
export IMPL_worstPathRequired_ns=8.17
export IMPL_violations="negative setup slack"
export IMPL_cts_root_buffer="clkbuf_16"
export IMPL_r2r_start="u_uart_tx.baud_counter[0]$_DFF_PN0_"
export IMPL_ys_sh_mux_pct=2.72
export IMPL_hpwl_um=174000
export IMPL_boundaryPins=60
export IMPL_cts_made_buffers=17
export IMPL_drtIter0Drc=4222
export IMPL_critPathMaxStageDelay_ns=0.55
export IMPL_grt_max_degree=50
export IMPL_edf_count=0
export IMPL_cts_tree="built"
export IMPL_p_leak_nw=34.4
export IMPL_placementRows=133
export IMPL_maxCapViolations=0
export IMPL_hold_viol_final=0
export IMPL_grt_pass1_wl_um=318000
export IMPL_coreArea_sq_um=132000
export IMPL_grt_pass1_vias=52500
export IMPL_track_usage_pct=30.9
export IMPL_period_needed_ns=60.79
export IMPL_place_port_buffers=59
export IMPL_vdd_drop_max_uv=149
export IMPL_syn_area_per_cell_sq_um=7.02
==> per-stage QoR <==
step	std cells	util, %	total power, mW	worst slack [ns]
global placement	9833	47.4	2.99	-59.41
floorplan	5707	-	1.97	-53.43
CTS	10100	51.4	3.86	-52.63
finish	10300	54.4	4.01	-52.99
detailed placement	9833	47.4	3.00	-59.53
global route	10300	54.4	4.26	-55.21
==> layout make-up <==
cell class	instances	area [sq um]	area share (%)
repair inverters	3	22.5	0.0314
clock buffers	21	460	0.641
repair buffers	2988	23700	33.0
inverters	211	887	1.24
multi-input cells	5202	41500	57.8
flip-flops and latches	116	2910	4.05
well taps	1755	2200	3.06
clock inverters	11	104	0.145
diodes	3	7.51	0.0105
==> critical path: cells and delay by family <==
family | cells | cell delay, ns
adder cells (fa/ha/maj) | 31 | 8.34
XOR/XNOR | 2 | 0.36
AND-OR/OR-AND | 134 | 25.99
AND/OR/NAND/NOR | 89 | 14.82
buffers and inverters | 59 | 7.72
multiplexers | 7 | 2.17
==> metal layers <==
metal | global-route usage (%) | wire length (um)
met5 | 0 | 11
met4 | 11.4 | 11200
met3 | 3.97 | 16000
met2 | 47.9 | 93200
met1 | 43.9 | 96600
==> where the power goes <==
part	switching [mW]	internal (mW)
Clock	0.292	0.454
Sequential	0.107	0.686
Combinational	1.23	1.24
Total	1.63	2.38
==> worst max path at each step <==
stage            startpoint  depth (start not counted)                                    to
CTS           baud_rate[31]                        315  u_uart_tx.baud_counter[25]$_DFF_PN0_
global route  baud_rate[26]                        329  u_uart_tx.baud_counter[25]$_DFF_PN0_
finish        baud_rate[26]                        322   u_uart_tx.baud_counter[4]$_DFF_PN0_
==> cell usage after synthesis (22+ instances only) <==
master | count | area (sq um)
a211o_1 | 26 | 228
a211oi_1 | 75 | 563
a21boi_0 | 26 | 195
a21o_1 | 227 | 1700
a21oi_1 | 459 | 2300
a31oi_1 | 96 | 601
and2_1 | 48 | 300
and3_1 | 71 | 444
and4_1 | 24 | 210
buf_1 | 39 | 146
buf_2 | 56 | 280
clkbuf_1 | 79 | 297
dfrtp_1 | 111 | 2780
ha_1 | 569 | 7120
inv_1 | 198 | 743
mux2_2 | 56 | 631
mux2i_1 | 46 | 460
nand2_1 | 533 | 2000
nand2b_1 | 94 | 588
nand3_1 | 169 | 846
nand4_1 | 72 | 450
nor2_1 | 661 | 2480
nor2b_1 | 59 | 369
nor3_1 | 147 | 736
nor4_1 | 39 | 244
o2111ai_1 | 22 | 193
o211ai_1 | 67 | 503
o21a_1 | 149 | 1120
o21ai_0 | 322 | 1610
o21ai_1 | 23 | 115
o21bai_1 | 48 | 360
o31a_1 | 25 | 219
o31ai_1 | 65 | 488
or2_2 | 40 | 250
or3_1 | 56 | 350
xnor2_1 | 302 | 2650
xor2_1 | 184 | 1610
==> cells in the final DEF (no fill, tap or decap), types with 77 or more instances in the layout <==
cell | synthesis | final
a21o_1 | 227 | 224
nand3_1 | 169 | 151
nand2_1 | 533 | 491
buf_6 | 1 | 77
a21oi_2 | 4 | 99
dfrtp_1 | 111 | 111
ha_4 | 0 | 106
o21ai_0 | 322 | 218
xor2_1 | 184 | 181
inv_1 | 198 | 165
ha_1 | 569 | 428
o21a_1 | 149 | 143
a21oi_1 | 459 | 344
nor3_1 | 147 | 114
nor2_1 | 661 | 540
nand2b_1 | 94 | 87
buf_4 | 4 | 2790
xnor2_1 | 302 | 297
==> kinds of logic after synthesis <==
logic type	Yosys count
and+or+nand+nor	2086
AOI/OAI and AO/OA	1957
adders and majority gates	569
xor gates and xnor gates	486
buffers and inverters	390
DFF	116
muxes	102
other	1
==> what timing repair did <==
item                                    4_1_cts  5_1_grt
hold buffers                                  0        0
pin swaps                                   269      263
buffers inserted                            267      164
cloned                                       15        9
endpoints found under the setup margin       67       67
resized                                     600      607
Power and IR drop assume default switching activity.
